`flow/config.mk`:
```
export PLATFORM = sky130hd
export DESIGN_NAME = player2_module
export DESIGN_NICKNAME = player2_module
export VERILOG_FILES = /design/flow/design.v
export SDC_FILE = /design/flow/constraint.sdc
export NUM_CORES = 4
export LEC_CHECK = 1
export CORE_UTILIZATION = 50
```
`flow/constraint.sdc`:
```
current_design player2_module

set clk_period 8.3
set clk_io_pct 0.2

create_clock -name clk0 -period $clk_period [get_ports {clk}]

set non_clock_inputs [all_inputs -no_clocks]
set_input_delay [expr $clk_period * $clk_io_pct] -clock clk0 $non_clock_inputs
set_output_delay [expr $clk_period * $clk_io_pct] -clock clk0 [all_outputs]
```
`flow/design.v`:
```
module player2_module (clk,buttons,other_player_pos,other_player_next_pos,rand_pos,random_delay,my_pos,next_pos,score);
	input clk;
	input[8:0] buttons;
	input[3:0] other_player_pos;
	input[3:0] other_player_next_pos;
	input[3:0] rand_pos;
	input[26:0] random_delay;
	output[3:0] my_pos;
	output[3:0] next_pos;
	output[15:0] score;
	reg[3:0] my_pos;
	reg[15:0] score;
	reg[3:0] next_pos;
	reg[26:0] delay_countdown;
	reg[26:0] timeout_countdown;
	always@(posedge clk) begin
		if (delay_countdown > 0) begin
			if (next_pos == other_player_pos || next_pos == other_player_next_pos)
				next_pos <= (next_pos+2)%9;
			delay_countdown <= delay_countdown -1;
		end
		else if (delay_countdown == 0) begin
			my_pos <= next_pos;
			next_pos <= 4'bx;
			timeout_countdown <= 26'd75_000_000;
		end
		else begin
			if (timeout_countdown > 0) 
				if (buttons[my_pos]) begin
					my_pos <= 4'bx;
					next_pos <= rand_pos;
					delay_countdown <= 25_000_000 + random_delay;
					if (timeout_countdown > 26'd50_000_000)
							score <=  score + 200;
					else if (timeout_countdown > 26'd25_000_000)
						score <= score + 100;
					else
						score <= score + 50;
				end					
			else begin
				my_pos <= 4'bx;
				next_pos <= rand_pos;
				delay_countdown <= 25_000_000 + random_delay;
			end
		end
	end
endmodule
```
`flow/run.sh`:
```
#!/bin/bash
# OpenROAD 26Q1-2900-gdf79404cd8, Yosys 0.63+post, stock flow scripts
make -C /OpenROAD-flow-scripts/flow DESIGN_CONFIG=/design/flow/config.mk WORK_HOME=/design/flow/orfs finish
```
==> flow_metrics.tcl <==
# implementation run metrics
set metrics [dict create \
    outcome "complete, no violations" \
    first_iter_violations 110 \
    cts_buffers 5 \
    powerDensity_mw_per_mm2 135 \
    clkTransAtPathRegs_ns 0.10 \
    num_vias 2732 \
    place_congestion 0.816 \
    grt_pass1_wl_mm 10.9 \
    fin_cells 513 \
    antennaDiodeCount 0 \
    area_leaders "edfxtp_1 (42%), xnor2_1 (10%), xor2_1 (4.7%)" \
    htreeDepth 2 \
    synth_top_flop_cell "edfxtp_1" \
    synthArstFlopShare_pct 0 \
    ys_seq_share_pct 42.1 \
    numSynthFlops 50 \
    clock-sinks 50 \
    fin_skew_ns 0.0104 \
    relSlewSlack_pct 43.7 \
    p_comb_share_pct 20.6 \
    cts_resized 0 \
    port_buffers 62 \
    antenna_found_initial 0 \
    holdCritPathClass "reg -> reg" \
    grt_pass1_vias 2437 \
    cts_max_path_buffers 2 \
    fillers 560 \
    synth_area_mm2 0.00356 \
    tool_warnings 39 \
    fmax_ghz 0.272 \
    ys_cells 347 \
    crit_path_start "random_delay[11]" \
    post_cts_buffers 0 \
    cp-start-kind "input port" \
    yosysUniqueCellTypes 59 \
    drtAntennaViolNets 0 \
    drive_above_1_share_pct 6.24 \
    grt_max_degree 53 \
    finalSetupTns_ns 0 \
    avgRoutedWirePerCell_um 12.9 \
    power.internal_mw 0.431 \
    pre_cts_slack_ns 4.30 \
    crit_fanout 6 \
    ys_warn_count 2 \
    period_minus_slack_ns 3.67 \
    dpl.hpwl_mm 4.83 \
    cts_tree "built" \
    grt_overflow_total 0 \
    pwr-share-seq_pct 53.8 \
    io_pins 73 \
    routed_wl_mm 6.62 \
    fp-utilization_pct 52.2 \
    top_cell "edfxtp_1" \
    endpoint_kind "flip-flop" \
    dieArea_mm2 0.00747 \
    fp.dieW_um 86.4 \
    worstSkewPairLatency_ns 0.31 \
    die.size.y_um 86.4 \
    syn_area_per_cell_um2 10.3 \
    clockRootBuffer "clkbuf_8" \
    p_switching_mw 0.153 \
    grtUsageTotal_pct 19.2 \
    finalMaxSlewViolations 0 \
    p_sw_share_pct 26.2 \
    yosys.area.top_type "edfxtp_1" \
    finalClockPeriodUsage_pct 44.3 \
    setup_viol 0 \
    worstPathArrival_ns 3.71 \
    cts_hold_buffers 0 \
    layout_setup_ws_ns 4.63 \
    cap_violations 0 \
    critical_path_required_ns 8.33 \
    final_hold_viol_count 0 \
    p_clk_share_pct 25.6 \
    worst_ir_drop_vdd_uv 64.1 \
    tightest_slew_ns 0.839 \
    path_class "in -> reg" \
    yosys.stat.chipArea_mm2 0.00356 \
    syn_to_final_growth_pct 21.6 \
    worstHoldStart "score[15]$_DFFE_PP_" \
    syn_inst 347 \
    common_cells "edfxtp_1 (50), xnor2_1 (41), nand2_1 (28), nor2_1 (19), xor2_1 (19)" \
    route.detailed.drc 0 \
    holdWs_ns 0.593 \
    rsz0062_at_grt "no" \
    placedCellCount 505 \
    vias_per_cell 5.33 \
    rows 30 \
    synth-edff-count 50 \
    top_area_share_pct 42.1 \
    p_leak_nw 1.54 \
    first_pass_iters 4 \
    worstReg2RegStart "delay_countdown[6]$_DFFE_PN_" \
    core-area_mm2 0.00683 \
]
[sequential cells by signal, summed over array words and instances (netlist names)]
signal and count:
delay_countdown 27, my_pos 4, next_pos 4, score 15
[routing by layer]
layer / global-route usage [%] / part of all wire [%]
met5: 0 / 0
met4: 1.82 / 1.1
met3: 2.80 / 4.8
met2: 31.7 / 46
met1: 29.9 / 48
[through the flow]
step                      utilization, %  cell area [µm²]  total power, mW
after detailed placement            62.0             4240            0.441
after CTS                           63.4             4330            0.590
after global routing                63.4             4330            0.613
after floorplan                        -             3620            0.380
final                               63.4             4330            0.584
after global placement              62.0             4240            0.439
[path summary, 6_finish.rpt]
check | endpoint | slack, ns | cells past startpoint
min reg2reg | score[15]$_DFFE_PP_ | 0.59 | 1
min | score[15]$_DFFE_PP_ | 0.59 | 1
max reg2reg | delay_countdown[22]$_DFFE_PN_ | 5.13 | 6
max | delay_countdown[21]$_DFFE_PN_ | 4.63 | 6
[kinds of logic after synthesis]
| kind of cell | after synthesis | share of synthesized area (%) |
|---|---|---|
| fa+ha+maj | 10 | 3.51 |
| compound gates | 61 | 12.1 |
| mux | 8 | 2.28 |
| flops | 50 | 42.1 |
| xor+xnor | 60 | 14.7 |
| other cells | 1 | 0.105 |
| simple gates | 130 | 20.0 |
| buf+inv | 27 | 5.09 |
[power groups by stage]
stage	sequential [mW]	combinational, mW	clock (mW)
after global routing	0.317	0.134	0.162
after CTS	0.314	0.121	0.155
final	0.314	0.120	0.150
[placed cells by master, fill, tap and decap left out, types with 6 or more instances in the layout]
cell             count
inv_1               11
a21oi_1             13
nor4_1              16
conb_1              16
mux2i_1              7
nand3_1             13
nor3_1              13
o21ai_2              6
nand2_1             28
nor2_1              19
nor2b_1              7
ha_1                10
clkdlybuf4s50_1     62
xor2_1              19
edfxtp_1            50
xnor2_1             41
o21ai_0             10
[area by class of cell]
type                            instances  area (µm²)  area share, %
Multi-Input combinational cell        285        1940           44.7
Inverter                               12        57.6           1.33
Tap cell                               96         120           2.77
Timing Repair Buffer                   62         621           14.3
Sequential cell                        50        1500           34.7
Clock inverter                          3        26.3          0.607
Clock buffer                            5        68.8           1.59
[critical path, stage by stage]
cell	delay, ns
clkdlybuf4s50_1	0.51
nor4_1	0.44
o221ai_1	0.28
a2111oi_0	0.54
xnor2_1	0.18
mux2i_1	0.09
Power and IR drop assume default switching activity.
