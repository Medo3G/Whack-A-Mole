--- flow/config.mk ---
export PLATFORM = sky130hd
export DESIGN_NAME = player1_module
export DESIGN_NICKNAME = player1_module
export VERILOG_FILES = /design/flow/design.v
export SDC_FILE = /design/flow/constraint.sdc
export NUM_CORES = 4
export LEC_CHECK = 1
export CORE_UTILIZATION = 30
--- flow/design.v ---
module player1_module (clk,buttons,other_player_pos,other_player_next_pos,rand_pos,random_delay,my_pos,next_pos,score);
	input clk;
	input[8:0] buttons;
	input[3:0] other_player_pos;
	input[3:0] other_player_next_pos;
	input[3:0] rand_pos;
	input[26:0] random_delay;
	output[3:0] my_pos;
	output[3:0] next_pos;
	output[15:0] score;
	reg[3:0] my_pos;
	reg[15:0] score;
	reg[3:0] next_pos;
	reg[26:0] delay_countdown;
	reg[26:0] timeout_countdown;
	always@(posedge clk) begin
		if (delay_countdown > 0) begin
			if (next_pos == other_player_pos || next_pos == other_player_next_pos)
				next_pos <= (next_pos+1)%9;
			delay_countdown <= delay_countdown -1;
		end
		else if (delay_countdown == 0) begin
			my_pos <= next_pos;
			next_pos <= 4'bx;
			timeout_countdown <= 26'd75_000_000;
		end
		else begin
			if (timeout_countdown > 0) 
				if (buttons[my_pos]) begin
					my_pos <= 4'bx;
					next_pos <= rand_pos;
					delay_countdown <= 25_000_000 + random_delay;
					if (timeout_countdown > 26'd50_000_000)
							score <=  score + 200;
					else if (timeout_countdown > 26'd25_000_000)
						score <= score + 100;
					else
						score <= score + 50;
				end					
			else begin
				my_pos <= 4'bx;
				next_pos <= rand_pos;
				delay_countdown <= 25_000_000 + random_delay;
			end
		end
	end
endmodule
--- flow/run.sh ---
#!/bin/bash
# OpenROAD 26Q1-2900-gdf79404cd8, Yosys 0.63+post, stock flow scripts
make -C /OpenROAD-flow-scripts/flow DESIGN_CONFIG=/design/flow/config.mk WORK_HOME=/design/flow/orfs finish
--- flow/constraint.sdc ---
current_design player1_module

set clk_period 11.1
set clk_io_pct 0.2

create_clock -name clk0 -period $clk_period [get_ports {clk}]

set non_clock_inputs [all_inputs -no_clocks]
set_input_delay [expr $clk_period * $clk_io_pct] -clock clk0 $non_clock_inputs
set_output_delay [expr $clk_period * $clk_io_pct] -clock clk0 [all_outputs]
==> results.txt <==
From the run reports.

- OpenROAD reports that the post-layout worst path occupies 40.8% of the period.
- The routed wire length reads between 6 and 7 mm.
- The routed via count reads between 2000 and 3000.
- The floorplan has 38 rows.
- The share of the Yosys chip area taken by registers is 43.8%.
- The number of post-CTS setup repair buffers reads 0.
- The via count of the first global-routing pass came to ~2500.
- The number of library cell types mapped by synthesis is 50.
- The DRC violation total after the first TritonRoute iteration reads approximately 130.
- The worst min-delay path endpoint reads score[15].
- The count of input and output buffers is between 60 and 70.
- The number of cells on the worst hold path is listed as 1.
- The count of maximum capacitance violations reads 0.
- The post-synth count of flops with an enable pin is 50.
- The nature of the critical path startpoint reads a primary input.
- The chip area line of the yosys report reads around 3400 um2.
- The I/O pin count is 73.
- The destination of the worst register-to-register timing path reads next_pos[1].
- The half-perimeter wire length after detailed placement reads 5.19 mm.
- The total chip power is 0.601 mW.
- The standard cell core area is between 10000 and 15000 um2.
- The number of DRC violations after detailed routing is 0.
- In this build the clock could be raised as far as 0.221 GHz.
- For this run, the script counts the antenna cells in the layout as 0.
- After layout, the minimum clock period comes to between 4 and 5 ns.
- The clock slew seen by the registers of the worst setup and hold paths is 0.07 ns.
- The startpoint of the lowest-slack hold path is score[15].
- The first global-routing pass estimated 11.4 mm of wire.
- The required time at the worst endpoint is listed as ~11 ns.
- Counting flops and latches in the post-synthesis netlist gives around 50.
- Checking max transition, the worst relative margin is 47.3%.
- The number of antenna violations at the first check in global routing reads 0.
- The final setup violation count is 0.
- The ratio of cells with drive above 1 in the final layout reads 3.32%.
- The total congestion overflow is 0.
- In this run, post-CTS repair resized a total of 0 instances.
- The worst reg2reg path startpoint is next_pos[0].
- The maximum clock path buffer count reads 2.
- The horizontal die dimension reported for this design is 109 um.
- The setup slack on the worst flop-to-flop path reads 7.79 ns.
- The setup TNS after final layout reads 0 ns.
- The floorplan step records an initial core utilization of 31.2%.
- The TritonCTS clock tree reads done.
- The floorplan step set the die height to roughly 110 um.
- The kind of critical path reads in2reg.
- The combined global-route utilization of all metal layers reads 12.4%.
- The actual transition at the worst max-transition pin reads a little under 0.8 ns.
- The cell chosen for the clock root is sky130_fd_sc_hd__clkbuf_16.
- The worst-skew pair later-pin latency reads 0.29 ns.
- The number of clock sinks is 50.
- The clock skew is roughly 0.01 ns.
- The depth of the CTS H-tree reads 2.
- The synthesized instance count is 348.
- Per the post-route antenna check, the number of violating nets is 0.
- The path class of the lowest-slack min-delay path reads reg2reg.
- The flow ran to the end, and the final reports show no timing, DRC or antenna violations.
- The largest net degree at the start of global routing reads between 40 and 50.
- The highest supply drop recorded on VDD is 0.0747 mV.
- The count of hold-fix buffers inserted at cts reads 0.
- The kind of end point of the critical path reads a flip-flop.
- According to the timing report, the arrival time at the worst endpoint equals 4.55 ns.
- The first-pass iteration count of the detailed router is 4.
- The post-detailed-route wirelength per cell reads roughly 12 um.
- Per the run report, area growth between synthesis and finish was 27.0%.
- The power density over cell area is 138 nW/um2.
- The total cells reported by yosys after synthesis reads 348.
- The number of hold violations in the final report is 0.
- The worst register-to-register path depth is 10.
- Setup repair after global routing left no endpoint under its margin.
- The summed instance area of the synthesized netlist reads 3420 um2.
- The count of final max-slew check failures reads 0.
- After its last routability iteration, the placer logged a weighted congestion of slightly below 0.9.
- The yosys synthesis warning count reads 2.
- The CTS report gives the tree buffer count as 5.
- Summed over all cells, the static leakage comes to 1.54 nW.
- The dominant register cell reads sky130_fd_sc_hd__edfxtp_1.
- The detail-routed via count per cell reads just under 5.
- A synthesized cell averages ~10 um2.
- The report shows a maximum critical-path fanout of 5.
- The stage-log warning count reads 38.
- The proportion of register bits with asynchronous set or reset after synthesis is 0%.
- The chip area is 11800 um2.
## area by class of cell
| class | instances | area, um2 |
|---|---|---|
| inverter | 13 | 53.8 |
| clock buffer | 6 | 129 |
| tap | 140 | 175 |
| multi-input combinational | 288 | 1850 |
| sequential | 50 | 1500 |
| clock inverter | 2 | 12.5 |
| timing repair buffer | 63 | 628 |
| fill | 1070 | 6630 |
## flip-flops by register name, summed over array words and instances (netlist names)
| name | flops |
|---|---|
| delay_countdown | 27 |
| my_pos | 4 |
| score | 15 |
| next_pos | 4 |
## how the worst max path moves through the flow
stage,start,endpoint,slack (ns)
after CTS,random_delay[13],delay_countdown[25],6.55
after global routing,random_delay[13],delay_countdown[25],6.30
final,random_delay[11],delay_countdown[25],6.58
## kinds of logic after synthesis
group,count (synthesis),synth area share (%)
AND-OR/OR-AND,68,12.3
XOR/XNOR,62,15.9
adder cells (fa/ha/maj),10,3.65
buffers and inverters,25,3.76
flip-flops,50,43.8
multiplexers,2,0.585
other,1,0.110
AND/OR/NAND/NOR,130,19.9
## placed cells by master, fill, tap and decap left out, types with 4 or more instances in the layout
cell and n:
sky130_fd_sc_hd__or4_1 4, sky130_fd_sc_hd__o21ai_0 21, sky130_fd_sc_hd__xnor2_1 38, sky130_fd_sc_hd__nand3_1 12, sky130_fd_sc_hd__ha_1 10, sky130_fd_sc_hd__nor2_1 35
sky130_fd_sc_hd__and3_1 4, sky130_fd_sc_hd__or3_1 8, sky130_fd_sc_hd__xor2_1 24, sky130_fd_sc_hd__inv_1 12, sky130_fd_sc_hd__nand2_1 23, sky130_fd_sc_hd__o31ai_1 4
sky130_fd_sc_hd__a21oi_1 21, sky130_fd_sc_hd__edfxtp_1 50, sky130_fd_sc_hd__nor3_1 9, sky130_fd_sc_hd__nand4_1 8, sky130_fd_sc_hd__nor4_1 7, sky130_fd_sc_hd__clkdlybuf4s50_1 62
sky130_fd_sc_hd__clkbuf_16 5, sky130_fd_sc_hd__conb_1 16
## where the power goes
part / total (mW) / internal [mW] / switching [mW]
Combinational: 0.157 / 0.0880 / 0.0687
Sequential: 0.296 / 0.255 / 0.0410
Clock: 0.148 / 0.0837 / 0.0646
Total: 0.601 / 0.427 / 0.174
## routing by layer
layer | GRT usage, % | up-vias | wire length, um
li1 | - | 1413 | -
met1 | 19.1 | 1253 | 3480
met2 | 19.6 | 64 | 3070
met3 | 2.01 | 4 | 293
met4 | 1.25 | 0 | 31
met5 | 0 | - | 0
## worst max-delay path, cell delays in order
cell                              delay (ns)
sky130_fd_sc_hd__clkdlybuf4s50_1        0.49
sky130_fd_sc_hd__nor4_1                 0.45
sky130_fd_sc_hd__o21ai_0                0.29
sky130_fd_sc_hd__a21o_1                 0.29
sky130_fd_sc_hd__a2111o_1               0.48
sky130_fd_sc_hd__o41ai_1                0.26
sky130_fd_sc_hd__nor3_1                 0.07
## metrics by stage
stage                     hold slack (ns)  utilization [%]  area [um2]  setup WS [ns]  instances
after floorplan                     0.424                -        3480           7.09        363
after global placement              0.574             38.3        4210           6.25        554
after detailed placement            0.583             38.3        4210           6.28        554
after CTS                           0.602             39.6        4350           6.55        562
after global routing                0.626             39.6        4350           6.30        562
final                               0.588             39.6        4350           6.58        562
## Yosys cell counts, types with 3 or more instances
master	number	area share, %
sky130_fd_sc_hd__a21oi_1	21	3.1
sky130_fd_sc_hd__a31oi_1	3	0.55
sky130_fd_sc_hd__and2_1	3	0.55
sky130_fd_sc_hd__and3_1	4	0.73
sky130_fd_sc_hd__buf_2	3	0.44
sky130_fd_sc_hd__clkbuf_1	5	0.55
sky130_fd_sc_hd__edfxtp_1	50	44
sky130_fd_sc_hd__ha_1	10	3.7
sky130_fd_sc_hd__inv_1	12	1.3
sky130_fd_sc_hd__nand2_1	23	2.5
sky130_fd_sc_hd__nand3_1	12	1.8
sky130_fd_sc_hd__nand4_1	8	1.5
sky130_fd_sc_hd__nand4b_1	3	0.77
sky130_fd_sc_hd__nor2_1	35	3.8
sky130_fd_sc_hd__nor2b_1	3	0.55
sky130_fd_sc_hd__nor3_1	9	1.3
sky130_fd_sc_hd__nor4_1	7	1.3
sky130_fd_sc_hd__nor4b_1	3	0.77
sky130_fd_sc_hd__o21ai_0	21	3.1
sky130_fd_sc_hd__o31ai_1	4	0.88
sky130_fd_sc_hd__or3_1	8	1.5
sky130_fd_sc_hd__or4_1	4	0.88
sky130_fd_sc_hd__xnor2_1	38	9.7
sky130_fd_sc_hd__xor2_1	24	6.1
Power is estimated from default activity; no workload was simulated.
